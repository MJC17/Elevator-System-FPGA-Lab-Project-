--- ./config.mk ---
export PLATFORM = sky130hd
export DESIGN_NAME = LabElevatorProject
export DESIGN_NICKNAME = LabElevatorProject
export VERILOG_FILES = /design/flow/design.v
export SDC_FILE = /design/flow/constraint.sdc
export NUM_CORES = 4
export LEC_CHECK = 1
export CORE_UTILIZATION = 30
--- ./constraint.sdc ---
current_design LabElevatorProject

set clk_period 3.2
set clk_io_pct 0.2

create_clock -name clk0 -period $clk_period [get_ports {CLK_50MHz}]

set non_clock_inputs [all_inputs -no_clocks]
set_input_delay [expr $clk_period * $clk_io_pct] -clock clk0 $non_clock_inputs
set_output_delay [expr $clk_period * $clk_io_pct] -clock clk0 [all_outputs]
--- ./design.v ---
module Adjust_Clk( CLK_in, CLK_out);
    input CLK_in;   
    output CLK_out;  
    reg [26:0] count = 0;  
    always @(posedge CLK_in) begin
        count <= count + 1'b1;   
    end
    assign CLK_out = count[23];  
endmodule
module LabElevatorProject(
    input CLK_50MHz, floorBtn1, floorBtn2, floorBtn3,  
    floorSwitch1, floorSwitch2, floorSwitch3,  
    output reg LEDA, LEDB, LEDC, LEDD, LEDE, LEDF, LEDG, LED0, LED1, LED2, UpPin, DownPin
);
    reg [6:0] LevelLights = 7'b1111111;   
    reg [1:0] SelectedLevel = 2'b00;   
    reg [1:0] CurrentLevel = 2'b00;    
    reg [3:0] DirectionLights = 3'b000;  
    wire FlashFreq;   
    reg isFlash = 0;   
    Adjust_Clk c1(CLK_50MHz, FlashFreq);
    always @(posedge CLK_50MHz) begin
        if (SelectedLevel == 2'b00 && CurrentLevel == 2'b00) begin
            UpPin <= 1'b0;     
            DownPin <= 1'b1;   
            if (FlashFreq) begin
                LevelLights <= 7'b00000000;   
            end else begin
                LevelLights <= 7'b11111111;   
            end 
            if (floorSwitch1) begin
                CurrentLevel <= 2'b01;   
                SelectedLevel <= 2'b01;   
                LevelLights <= 7'b1111001;   
            end else if (floorSwitch2) begin
                CurrentLevel <= 2'b10;   
                SelectedLevel <= 2'b10;   
                LevelLights <= 7'b0100100;   
            end else if (floorSwitch3) begin
                CurrentLevel <= 2'b11;   
                SelectedLevel <= 2'b11;   
                LevelLights <= 7'b0110000;   
            end
            LEDA <= LevelLights[0];
            LEDB <= LevelLights[1];
            LEDC <= LevelLights[2];
            LEDD <= LevelLights[3];
            LEDE <= LevelLights[4];
            LEDF <= LevelLights[5];
            LEDG <= LevelLights[6];
        end else begin
            if (UpPin == 1'b0 && DownPin == 1'b0) begin
                if (floorBtn1) begin
                    SelectedLevel <= 2'b01;   
                    LevelLights <= 7'b1111001;   
                end
                else if (floorBtn2) begin
                    SelectedLevel <= 2'b10;   
                    LevelLights <= 7'b0100100;   
                end
                else if (floorBtn3) begin
                    SelectedLevel <= 2'b11;   
                    LevelLights <= 7'b0110000;   
                end
            end
            if (floorSwitch1) begin
                CurrentLevel <= 2'b01;   
            end else if (floorSwitch2) begin
                CurrentLevel <= 2'b10;   
            end else if (floorSwitch3) begin
                CurrentLevel <= 2'b11;   
            end 
            if (SelectedLevel > CurrentLevel) begin
                UpPin <= 1'b1;     
                DownPin <= 1'b0;   
            end else if (SelectedLevel < CurrentLevel) begin
                UpPin <= 1'b0;     
                DownPin <= 1'b1;   
            end else begin
                UpPin <= 1'b0;     
                DownPin <= 1'b0;   
            end
            if ((UpPin == 1'b1 || DownPin == 1'b1)) begin
                isFlash = 1;   
            end else begin
                isFlash = 0;   
            end
            if (FlashFreq && isFlash) begin
                LEDA <= 1'b1;
                LEDB <= 1'b1;
                LEDC <= 1'b1;
                LEDD <= 1'b1;
                LEDE <= 1'b1;
                LEDF <= 1'b1;
                LEDG <= 1'b1;
            end else begin
                LEDA <= LevelLights[0];
                LEDB <= LevelLights[1];
                LEDC <= LevelLights[2];
                LEDD <= LevelLights[3];
                LEDE <= LevelLights[4];
                LEDF <= LevelLights[5];
                LEDG <= LevelLights[6];
            end
        end
    end
endmodule
--- ./run.sh ---
#!/bin/bash
# OpenROAD 26Q1-2900-gdf79404cd8, Yosys 0.63+post, stock flow scripts
make -C /OpenROAD-flow-scripts/flow DESIGN_CONFIG=/design/flow/config.mk WORK_HOME=/design/flow/orfs finish
==> flow_summary_export.csv <==
group,metric,value,unit
cells_and_area,fillers,508,
synthesis,flop_cell,"dfxtp_1",
worst_hold_path,holdPathStages,1,
pwr,p_per_area,514,nW/um2
critical_path,r2r-end,"SelectedLevel[0]$_DFFE_PP_",
synthesis,syn_area_per_cell,11.0,um2
status,outcome,"complete, no violations",
detailed_routing,dr.pass1.iters,4,
critical_path,crit_type,"input pin to register",
clocking,clk_pin_slew,0.07,ns
global_route,gr-usage-all-layers,8.62,%
detailed_routing,via_count,985,
clocking,cts_hold_buf,0,
timing,fmax,529,MHz
place,post-dp-hpwl,1600,um
place,place.gp.congestion,0.799,
synthesis,synthArstFlopShare,0,%
clocking,cts-resized-gates,0,
detailed_routing,drt_iter0_drc,98,
timing,clock_skew,0.00407,ns
flow_run,max-cap-violations,0,
detailed_routing,drt-total-wl,2240,um
synthesis,ys_seq_share,54.1,%
critical_path,rr_startpoint,"SelectedLevel[0]$_DFFE_PP_",
timing,fin_crit,1.89,ns
floorplanning,fp_util,31.3,%
floorplanning,die_width,75.3,um
critical_path,crit_required,3.18,ns
detailed_routing,n_antenna_cell,0,
critical_path,arrival,1.87,ns
clocking,root_buffer,"clkbuf_8",
worst_hold_path,hp-class,"register to register",
clocking,htree_levels,2,
timing,finalSetupViolCount,0,
critical_path,cp-end-kind,"register",
synthesis,synth_cell_type_count,34,
pwr,power,970,uW
synthesis,edf_count,7,
synthesis,synth_flops,40,
synthesis,yosys_area,1610,um2
global_route,antenna_found_initial,0,
floorplanning,rows,26,
clocking,clk_latency,0.29,ns
detailed_routing,viasPerCell,4.19,
detailed_routing,remaining_drc_errors,0,
critical_path,r2r_slack,1.36,ns
flow_run,warnings,25,
worst_hold_path,holdPathEnd,"c1.count[0]$_DFF_P_",
clocking,clockBufferDepth,2,
detailed_routing,wl_per_cell,9.54,um
global_route,overflow,0,
critical_path,r2r_cells,4,
timing,finalMaxSlewViolations,0,
synthesis,syn_inst,147,
synthesis,syn_area,1610,um2
global_route,grt_pass1_wl,3650,um
timing,min_period_over_period,59.1,%
detailed_routing,ant_nets,0,
synthesis,ys.warnings.count,6,
pwr,power_leakage,0.000707,uW
clocking,cts_tree,"yes",
synthesis,ys_cells,147,
critical_path,start_kind,"input pin",
global_route,grt_pass1_vias,826,
floorplanning,chipArea,5660,um2
floorplanning,core,5140,um2
global_route,grt_max_degree,13,
cells_and_area,final_util,36.7,%
timing,rsz0062_at_grt,"false",
cells_and_area,drive_above_1_share,8.48,%
synthesis,synthTopCellsByArea,"dfxtp_1 41%, edfxtp_1 13%, xnor2_1 8.7%",
clocking,clock_sinks,40,
timing,tns,0,ns
cells_and_area,area_growth_syn_to_layout,17.2,%
floorplanning,die_h,75.3,um
timing,hold_ws,0.420,ns
synthesis,yosysTopAreaCell,"dfxtp_1",
synthesis,synth_top_area_share,41.0,%
clocking,cts_buffers,5,
critical_path,critical_path.max_fanout,6,
pwr,ir_drop,0.145,mV
worst_hold_path,worstHoldStart,"c1.count[0]$_DFF_P_",
floorplanning,ios,19,
clocking,post_cts_buffers,0,
timing,finalHoldViolations,0,
place,port_buffers,15,
## layout by cell type, fill, tap and decap left out, types with 2 or more instances in the layout
cell	n
xor2_1	6
edfxtp_1	7
o21ai_0	3
nor2_1	9
nor3_1	2
clkdlybuf4s50_1	15
ha_1	3
nand2_1	7
a21oi_1	4
inv_1	5
nor2b_1	2
dfxtp_1	33
conb_1	3
and3_1	6
nand3_1	13
clkbuf_8	5
or2_1	5
clkbuf_1	2
nand4_1	3
xnor2_1	16
## sequential cells by signal (all words and copies together), names as in the netlist
signal	cells
CurrentLevel	2
DownPin	1
LEDA	1
LEDB	1
LEDC	1
LEDE	1
LEDF	1
LevelLights	5
SelectedLevel	2
UpPin	1
c1.count	24
## cell usage after synthesis, drive strengths merged (2+ instances only)
master and instances:
xnor2 16, and3 6, dfxtp 33, nor4 2, nor2 10, nor2b 2
clkbuf 2, edfxtp 7, nand3 13, ha 3, inv 5, nand4 4
nor3 2, or2 5, o21ai 3, a21oi 4, buf 6, xor2 6
nand2 7
## worst max-delay path by stage
stage	endpoint	start	slack [ns]
after CTS	SelectedLevel[0]$_DFFE_PP_	floorBtn1	1.31
after global routing	SelectedLevel[0]$_DFFE_PP_	floorBtn1	1.25
final	SelectedLevel[0]$_DFFE_PP_	floorBtn1	1.31
## worst max-delay path: stages
cell and delay (ns):
clkdlybuf4s50_1 0.51, nor3_1 0.07, o31ai_1 0.21, buf_4 0.19, a21boi_1 0.24
## per-stage QoR
step,setup WS [ns],cell area (um2),cells
5_1_grt,1.25,1890,235
3_3_place_gp,1.09,1810,227
4_1_cts,1.31,1890,235
2_1_floorplan,1.41,1620,149
3_5_place_dp,1.01,1810,227
6_report,1.31,1890,235
## per-layer routing
| metal | share of wire [%] | vias to the layer above | GRT usage [%] |
|---|---|---|---|
| met4 | 1.4 | 0 | 1.65 |
| met2 | 40 | 19 | 12.1 |
| met3 | 4.1 | 4 | 2.44 |
| li1 | - | 523 | - |
| met5 | 0 | - | 0 |
| met1 | 55 | 439 | 13.7 |
## cells by family (layout without fill, tap and decap cells)
logic type	count (synthesis)	in the layout	share of synthesized area, %
other cells	1	3	0.233
fa+ha+maj	3	3	2.33
flops	40	40	54.1
buf+inv	13	29	4.66
compound gates	12	12	5.13
xor+xnor	22	22	12.0
mux	1	1	0.622
simple gates	55	55	21.0
## cell type report
class	instances	area (um2)	area share [%]
clock buffer	7	76.3	4.04
clock inverter	1	5.00	0.265
inverter	5	18.8	0.994
multi-input combinational	96	672	35.6
sequential	40	871	46.1
tap	70	87.6	4.64
timing repair buffer	16	158	8.35
## power by group
group          leakage, uW  internal, uW  switching, uW  total [uW]
registers         0.000331           550           16.1         566
clock network    0.0000422           153            160         313
logic             0.000333          61.4           30.3        91.7
total             0.000707           764            206         970
Power is estimated from default activity; no workload was simulated.
